==> ./design.v <==
module apb_master (
  input PCLK,
  input PRESETn,
  input transfer,        
  input read_write,    
  input  [7:0] write_addr,
  input  [7:0] write_data,
  input  [7:0] read_addr,
  input  [7:0] PRDATA,
  input  PREADY,
  output reg PWRITE,
  output reg PSEL,
  output reg PENABLE,
  output reg [7:0] PADDR,
  output reg [7:0] PWDATA,
  output reg [7:0] read_data_out
);
   reg [1:0] state;
   parameter IDLE = 2'b00,
              SETUP = 2'b01,
              ENABLE = 2'b10;
    always @(posedge PCLK or negedge PRESETn) begin
        if (!PRESETn) begin
            state <= IDLE;
            PSEL <= 0;
            PENABLE <= 0;
        end
        else begin
        case (state)
      IDLE: begin
        if (transfer) begin
         PSEL <= 1;
         PENABLE <= 0;
         state <= SETUP;
        if (read_write) begin
         PWRITE <= 1;
         PADDR  <= write_addr;
         PWDATA <= write_data;
        end
        else begin
         PWRITE <= 0;
         PADDR  <= read_addr;
        end
        end
        end
      SETUP: begin
         PENABLE <= 1;
         state <= ENABLE;
         end
      ENABLE: begin
       if (PREADY) begin
       if (!PWRITE)
        read_data_out <= PRDATA;
        PSEL <= 0;
        PENABLE <= 0;
        state <= IDLE;
     end
     end
       endcase
     end
     end
endmodule
module apb_slave (
  input PCLK,
  input PRESETn,
  input [7:0] PADDR,
  input [7:0] PWDATA,
  input PWRITE,
  input PSEL,
  input PENABLE,
  output reg [7:0] PRDATA,
  output reg PREADY
);
  reg [7:0] mem [0:255];
  always @(posedge PCLK or negedge PRESETn) begin
   if (!PRESETn) begin
    PREADY <= 0;
   end
   else begin
   if (PSEL && PENABLE) begin
    PREADY <= 1;
   if (PWRITE)
    mem[PADDR] <= PWDATA;      
   else
    PRDATA <= mem[PADDR];     
   end
   else begin
    PREADY <= 0;
  end
  end
  end
endmodule
module apb_top (
 input PCLK,
 input PRESETn,
 input transfer,
 input read_write,
 input  [7:0] write_addr,
 input  [7:0] write_data,
 input  [7:0] read_addr,
 output [7:0] read_data_out
);
 wire [7:0] PADDR;
 wire [7:0] PWDATA;
 wire [7:0] PRDATA;
 wire PWRITE, PSEL, PENABLE, PREADY;
    apb_master master (
     PCLK, PRESETn, transfer, read_write,write_addr, write_data, read_addr,PRDATA, PREADY,PWRITE,PSEL, PENABLE,PADDR, PWDATA, read_data_out
    );
    apb_slave slave (
     PCLK, PRESETn,PADDR, PWDATA, PWRITE,PSEL, PENABLE,PRDATA, PREADY
    );
endmodule
==> ./run.sh <==
#!/bin/bash
# OpenROAD 26Q1-2900-gdf79404cd8, Yosys 0.63+post, stock flow scripts
make -C /OpenROAD-flow-scripts/flow DESIGN_CONFIG=/design/flow/config.mk WORK_HOME=/design/flow/orfs finish
==> ./config.mk <==
export PLATFORM = sky130hd
export DESIGN_NAME = apb_top
export DESIGN_NICKNAME = apb_top
export VERILOG_FILES = /design/flow/design.v
export SDC_FILE = /design/flow/constraint.sdc
export NUM_CORES = 4
export LEC_CHECK = 1
export CORE_UTILIZATION = 50
==> ./constraint.sdc <==
current_design apb_top

set clk_period 8.9
set clk_io_pct 0.2

create_clock -name clk0 -period $clk_period [get_ports {PCLK}]

set non_clock_inputs [all_inputs -no_clocks]
set_input_delay [expr $clk_period * $clk_io_pct] -clock clk0 $non_clock_inputs
set_output_delay [expr $clk_period * $clk_io_pct] -clock clk0 [all_outputs]
==> GITHUB_STEP_SUMMARY <==
### Metrics collected by this job

| Metric | Value |
|---|---|
| Outcome | finished, violations left |
| Failing checks | capacitance limit, slew limit |
| Hold buffer count at CTS | 0 |
| Reg2reg setup slack | roughly 2.9 ns |
| Die span in x | just over 400 µm |
| Switching power total | slightly below 5000 µW |
| All-Layer GR Usage | 0.738 |
| Tool Warnings | 26 |
| Net Sw Frac | 0.232 |
| DIE AREA | approximately 0.16 mm² |
| Yosys top cell by instances | edfxtp_1 |
| Critical Path Most Common Cell | buf_4 |
| Post-Syn Area | between 0.08 and 0.09 mm² |
| Sequential power share | 0.518 |
| Worst setup SP type | flop |
| CTS sink cnt | about 2,100 |
| Fin Setup TNS | 0 ns |
| WP data arrival | 6.62 ns |
| Synth Warn # | 3 |
| RSZ-0062 raised after global routing | false |
| First-pass GRT wire length | 676,000 µm |
| Utilization after layout | 0.590 |
| Slew Limit Fails | 85 |
| Max cap viols | 14 |
| Minimum clock period | about 6.0 ns |
| Vias in the first global route | between 60,000 and 70,000 |
| WL met3 | 123,000 µm |
| Synth Flop Type | edfxtp_1 |
| Number of setup buffers added after CTS | 0 |
| Yosys cell count | 4,983 |
| Placed inst area | 0.0864 mm² |
| Crit path cell chain | buf_4 > nor4b_4 > buf_4 > buf_12 > nand3_1 > nand4_1 > nor4_1 > buf_4 > nand4_1 > nor4_1 > buf_4 > a31oi_1 |
| DR WL met2 | around 190,000 µm |
| Lkg Pwr | 0.0288 µW |
| Register area share after synthesis | 0.783 |
| Buf+Inv Stages, Crit Path | 5 |
| CP top delay family | simple AND/OR/NAND/NOR gates |
| Post-synth ARST share | 0.00287 |
| CTS Buf Count | 210 |
| Layout cells sized above 1 | 0.183 |
| Filler Cell Count | ~12,000 |
| Fmax | between 150 and 200 MHz |
| Largest net degree at the start of global routing | approximately 99 |
| FP Util | 0.505 |
| Post-synth top cells | edfxtp_1, nand3_1, a22oi_1 |
| Setup violations, final | 0 |
| Reg area | ~0.063 mm² |
| Root buffer cell | clkbuf_16 |
| Vias | between 60,000 and 70,000 |
| Max layer used | met5 |
| Comb pwr share | 0.049 |
| Routed WL | between 500,000 and 600,000 µm |
| Flops out of synthesis | ~2,100 |
| Late-Pin Clk Latency | a little under 0.9 ns |
| Clk buf depth | 3 |
| Row count | approximately 150 |
| Met1 wire length | ~140,000 µm |
| Hold Path Class | reg2reg |
| IO buf count | 35 |
| Final Hold Slack | about 0.44 ns |
| Yosys stat chip area | between 0.08 and 0.09 mm² |
| Initial DRC count | 11,000 |
| Final period util | 0.679 |
| CP max FO | 52 |
| Detail Placement HPWL | 355,000 µm |
| Post-cts resize count | 0 |
| P&R area growth vs syn | 16.9% |
| Total gr overflow | 0 |
| Final Hold Fails | 0 |
| Avg Vias per Cell | roughly 9 |
| Initial antenna violation count | ~96 |
| Clock tree from TritonCTS | yes |
| Distinct lib cells | ~74 |
| DRT antenna net count | 0 |
| Cell taking the most area after synthesis | edfxtp_1 |
| Top cells, area | edfxtp_1, a22oi_1, nand3_1 |
| RD Place Congestion | between 1 and 1.5 |
| DRT Pass-1 Iters | 17 |
| H-tree depth | 4 |
| Clock skew | 0.0444 ns |
| Io pins | 36 |
| Worst VDD drop | ~0.22 mV |
| Critical path class | reg2reg |
| Syn avg cell area | 16.1 µm² |
| CP endpoint kind | flop |
| DRC Markers | 0 |
| Crit. Startpoint | master.PADDR[3] |
| Comb area | around 0.016 mm² |
| Clock slew at reported path FFs | 0.06 ns |
| CP required | ~9.5 ns |
| Relative slew slack | -0.204 |
| Dominant cell area share | 0.781 |
| Post-route cell area | a little over 0.09 mm² |
| Critical Path Max Stage Delay | about 1.1 ns |
| DR WL/cell | 68.4 µm |
| FF-to-FF Start | master.PADDR[3] |
| Min-delay src | slave.PRDATA[5] |
| Core region area | roughly 0.16 mm² |
| Clock share of power | 0.432 |
| Syn Inst Count | between 4,000 and 5,000 |
| Pint | between 15,000 and 20,000 µW |
| Post-synth EDFFs | 2,081 |
| Slew at the pin closest to its max-slew limit | around 1.8 ns |
| Pwr dens | roughly 220 mW/mm² |
| Worst path slowest cell | nor4_1 |
| Die height | about 400 µm |
## layer usage
metal	vias to the layer above	GRT usage
met3	3558	0.723
li1	21600	-
met4	256	0.636
met5	-	0.663
met2	10200	0.811
met1	32600	0.727
## final timing paths
path                                            to  cells after the start
setup / recovery                   slave.PRDATA[3]                     12
hold / removal             master.read_data_out[5]                      0
setup reg to reg                   slave.PRDATA[3]                     12
hold reg to reg            master.read_data_out[5]                      0
max in group asynchronous             slave.PREADY                      1
min in group asynchronous              master.PSEL                      1
## power by group through the flow
stage	combinational [µW]	clock [µW]	sequential, µW
final	1030	8990	10800
after CTS	902	8900	10800
after global routing	952	9250	10800
## through the flow
| stage | power, µW | cells | worst slack (ns) |
|---|---|---|---|
| floorplan | 11300 | 4983 | 4.85 |
| global placement | 11900 | 7210 | 3.36 |
| detailed placement | 11900 | 7221 | 3.47 |
| CTS | 20600 | 7605 | 3.65 |
| global route | 21000 | 7708 | 3.38 |
| finish | 20800 | 7764 | 2.86 |
## flip-flops by register name, summed over array words and instances, names as in the netlist
name / flops
master.state: 3
slave.PRDATA: 8
master.PADDR: 8
master.PSEL: 1
master.PWDATA: 8
master.PENABLE: 1
slave.mem: 2048
master.read_data_out: 8
slave.PREADY: 1
master.PWRITE: 1
## kinds of logic after synthesis
kind of cell | share of synthesized area
compound gates | 0.0936
xor+xnor | 0.000109
buf+inv | 0.0243
flops | 0.783
mux | 0.00150
simple gates | 0.0977
## layout by cell type, fill, tap and decap left out, drive strengths merged, types with 14 or more instances in the layout
master and instances:
or4 25, clkinv 99, a222oi 45, o22ai 146
diode 159, nand3 562, a221oi 20, clkdlybuf4s50 35
buf 547, a2111oi 16, o211ai 14, and3 49
edfxtp 2081, bufinv 23, a22oi 412, nor2 282
clkbuf 257, nand4 175, a21oi 47, nor3 116
o21ai 26, nor4 91, a32oi 157, nand2 94
a22o 32, and4 14
## final cells by class
type / instances / area share
tap: 2072 / 0.0277
timing repair buffer: 583 / 0.0503
inverter: 5 / 0.000201
multi-input combinational: 2474 / 0.175
sequential: 2087 / 0.669
antenna: 159 / 0.00425
clock inverter: 127 / 0.0142
clock buffer: 257 / 0.0585
Power figures rest on the tool's default switching activity, not on a simulated workload.
