## design/flow/run.sh

```bash
#!/bin/bash
# OpenROAD 26Q1-2900-gdf79404cd8, Yosys 0.63+post, stock flow scripts
make -C /OpenROAD-flow-scripts/flow DESIGN_CONFIG=/design/flow/config.mk WORK_HOME=/design/flow/orfs finish
```

## design/flow/config.mk

```make
export PLATFORM = sky130hd
export DESIGN_NAME = alu
export DESIGN_NICKNAME = alu
export VERILOG_FILES = /design/flow/design.v
export SDC_FILE = /design/flow/constraint.sdc
export NUM_CORES = 4
export LEC_CHECK = 1
export CORE_UTILIZATION = 40
```

## design/flow/constraint.sdc

```tcl
current_design alu

set clk_period 23.6
set clk_io_pct 0.2

create_clock -name clk0 -period $clk_period

set non_clock_inputs [all_inputs -no_clocks]
set_input_delay [expr $clk_period * $clk_io_pct] -clock clk0 $non_clock_inputs
set_output_delay [expr $clk_period * $clk_io_pct] -clock clk0 [all_outputs]
```

## design/flow/design.v

```verilog
module alu (
input  [31:0] A,
input  [31:0] B,
input  [2:0]  opcode,
output reg [31:0] result
);
always @(*) begin
case(opcode)
3'b000: result = A + B;                        
3'b001: result = A - B;                         
3'b010: result = A & B;                         
3'b011: result = A | B;                         
3'b100: result = A ^ B;                              
3'b101: result = A << B[4:0];                   
3'b110: result = A >> B[4:0];                   
3'b111: result = $signed(A) >>> B[4:0];        
default: result = 32'd0;
endcase
end
endmodule
```

==> impl_metrics.json <==
{
  "initial_utilization_pct": 41.0,
  "drt-total-wl_um": 35300,
  "fin_tns_setup_ps": 0,
  "vias_per_cell": 6.42,
  "seq_cells": 0,
  "fp.dieW_um": 144,
  "cts_resized": 0,
  "tightest_slew_ps": 750,
  "crit_arrival_ps": 10200,
  "die_h_um": 144,
  "drive_gt1_share_pct": 9.42,
  "grt_pass1_vias": 8437,
  "p_leak_nw": 3.82,
  "outcome": "finished clean",
  "dpl_cell_area_um2": 9160,
  "layout_top_cell": "nand2_1",
  "clkbuf_count": 0,
  "routabilityCongestion": 1.03,
  "worstSetupStartpointType": "input port",
  "power_frac_clock_pct": 0,
  "path_class": "in -> out",
  "fmax_mhz": 67.0,
  "rsz0062_at_grt": "false",
  "dieArea_um2": 20700,
  "ant_nets": 0,
  "p_switching_w": 0.000144,
  "area_growth_pct": 14.0,
  "gr-usage-all-layers_pct": 35.5,
  "num_antenna_cells": 0,
  "antenna_found_initial": 1,
  "finish.instance_area_um2": 9160,
  "hold_depth": 5,
  "slew-limit-headroom_pct": 50.0,
  "lay_top_cells": "nand2_1 (116), nor2_1 (109), a21oi_1 (103)",
  "worstHoldEndpoint": "result[8]",
  "min_period_ps": 14920,
  "yosys.stat.seqShare_pct": 0,
  "route.vias.total": 9203,
  "ys_types": 73,
  "fin_util_pct": 46.8,
  "io_buffers": 99,
  "drc_errors": 0,
  "hold_buffers": 0,
  "synth_chip_area_um2": 8030,
  "warnings": 66,
  "seq_area_um2": 0,
  "powerDensity_nw_per_um2": 27.3,
  "drtIter0Drc": 927,
  "fin_crit_sh_pct": 63.2,
  "setup_viol": 0,
  "combPwrFrac_pct": 100.0,
  "switching_share_pct": 57.5,
  "core_um2": 19600,
  "avgSynthCellArea_um2": 7.15,
  "hp-class": "in -> out",
  "drt_first_pass_iters": 6,
  "worstPathRequired_ps": 18880,
  "cp-end-kind": "output pin",
  "yosysWarnings": 1,
  "grt_overflow_total": 0,
  "path_max_fanout": 16,
  "min_from": "B[4]",
  "cap_violations": 0,
  "mappedNetlistArea_um2": 8030,
  "post_drt_wl_per_cell_um": 24.6,
  "io_pins": 99,
  "irDropWorstVdd_mv": 0.0140,
  "p_seq_share_pct": 0,
  "ys_cells": 1123,
  "synth_cells": 1123,
  "post_cts_buffers": 0,
  "grt_max_degree": 72,
  "slew_violations": 0,
  "timing_hold_violations_final": 0,
  "rows": 51,
  "p_int_w": 0.000106,
  "place_hpwl_um": 27800,
  "grt_pass1_wl_um": 52300
}
area by class of cell:
| type | instances | area (µm²) |
|---|---|---|
| multi-input cells | 960 | 7350 |
| well taps | 265 | 332 |
| repair buffers | 126 | 1170 |
| inverters | 82 | 308 |
| fillers | 2062 | 10400 |
cells by family (layout without fill, tap and decap cells):
| family | after synthesis | in the layout | synth area share, % |
|---|---|---|---|
| XOR/XNOR | 54 | 54 | 5.89 |
| AND-OR/OR-AND | 378 | 378 | 30.2 |
| buffers and inverters | 163 | 208 | 8.52 |
| AND/OR/NAND/NOR | 321 | 321 | 17.9 |
| multiplexers | 109 | 109 | 22.2 |
| adder cells (fa/ha/maj) | 98 | 98 | 15.4 |
critical path: stages:
cell and delay [ps]:
clkdlybuf4s50_1 780, inv_1 740, nand2_1 150, nor2_1 130
buf_4 230, nor2_1 80, xnor2_1 130, ha_1 360
a21oi_1 150, o21ai_0 220, o2bb2ai_1 290, o21ai_1 600
nor2b_1 410, o21ai_0 200, xnor2_1 180, o221ai_1 290
clkdlybuf4s50_1 520
through the flow:
stage / setup slack, ps / cells / power (W) / hold WS (ps)
finish: 8680 / 1433 / 0.000250 / 10590
global route: 8470 / 1433 / 0.000271 / 10620
CTS: 8800 / 1433 / 0.000246 / 10580
detailed placement: 8810 / 1433 / 0.000244 / 10580
global placement: 8830 / 1433 / 0.000246 / 10580
floorplan: 10770 / 1123 / 0.000150 / 9620
layer usage:
layer	vias to the layer above	part of all wire [%]	global-route usage (%)
met5	-	0	0.752
met4	0	3.4	10.1
met1	4283	42	50.4
met2	540	41	50.5
li1	4306	-	-
met3	74	13	13.2
Yosys cell counts (14+ instances only):
library cell,count,area share (%)
nand2_1,116,5.4
nor2_1,109,5.1
a21oi_1,103,6.4
ha_1,97,15
o21ai_0,88,5.5
inv_1,79,3.7
mux4_2,54,15
clkbuf_1,45,2.1
mux2i_1,44,5.5
xnor2_1,41,4.5
nand3_1,27,1.7
o211ai_1,23,2.1
a21o_1,21,2.0
nor3_1,17,1.1
buf_1,14,0.65
o21ai_1,14,0.87
o221ai_1,14,1.5
how the worst max path moves through the flow:
stage	startpoint	cells after the start	slack [ps]	to
4_1_cts	opcode[2]	17	8800	result[23]
5_1_grt	opcode[2]	17	8470	result[23]
6_report	opcode[2]	17	8680	result[23]
power groups by stage:
stage                 registers [W]  clock network (W)  logic [W]
after CTS                         0                  0   0.000246
after global routing              0                  0   0.000271
final                             0                  0   0.000250
Power is estimated from default activity; no workload was simulated.
