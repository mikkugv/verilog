<file path="/design/flow/design.v">
module traffic_light_controller (
    input clk,
    input rst,
    output reg [2:0] ns,
    output reg [2:0] ew
);
    reg [1:0] state, next_state;
    always @(posedge clk or posedge rst) begin
        if (rst)
            state <= 2'b00;
        else
            state <= next_state;
    end
    always @(*) begin
        if (state == 2'b00)
            next_state = 2'b01;
        else if (state == 2'b01)
            next_state = 2'b10;
        else if (state == 2'b10)
            next_state = 2'b11;
        else
            next_state = 2'b00;
    end
    always @(*) begin
        if (state == 2'b00) begin
            ns = 3'b100;
            ew = 3'b001;
        end
        else if (state == 2'b01) begin
            ns = 3'b010;
            ew = 3'b001;
        end
        else if (state == 2'b10) begin
            ns = 3'b001;
            ew = 3'b100;
        end
        else begin
            ns = 3'b001;
            ew = 3'b010;
        end
    end
endmodule
</file>
<file path="/design/flow/run.sh">
#!/bin/bash
# OpenROAD 26Q1-2900-gdf79404cd8, Yosys 0.63+post, stock flow scripts
make -C /OpenROAD-flow-scripts/flow DESIGN_CONFIG=/design/flow/config.mk WORK_HOME=/design/flow/orfs finish
</file>
<file path="/design/flow/config.mk">
export PLATFORM = sky130hd
export DESIGN_NAME = traffic_light_controller
export DESIGN_NICKNAME = traffic_light_controller
export VERILOG_FILES = /design/flow/design.v
export SDC_FILE = /design/flow/constraint.sdc
export NUM_CORES = 4
export LEC_CHECK = 1
export CORE_AREA = 10 10 70 70
export DIE_AREA = 0 0 80 80
</file>
<file path="/design/flow/constraint.sdc">
current_design traffic_light_controller

set clk_period 1.6
set clk_io_pct 0.2

create_clock -name clk0 -period $clk_period [get_ports {clk}]

set non_clock_inputs [all_inputs -no_clocks]
set_input_delay [expr $clk_period * $clk_io_pct] -clock clk0 $non_clock_inputs
set_output_delay [expr $clk_period * $clk_io_pct] -clock clk0 [all_outputs]
</file>
==> changes_impl.md <==
### Implementation results

* TritonCTS clock tree: yes
* Drt first-iter violations at 0
* Final Setup Violations at 0
* DR vias at 144
* Flop pwr share at 0.413
* Peak supply drop at 0.000211 V
* Vias in the first global route at 124
* Slew HR at 0.883
* Outcome: finished clean
* P_int at approximately 0.20 mW
* CTS Buf Count at 3
* Clk_skew at roughly 0.0036 ns
* GRT met3 Usage at 0.0273
* GPL Wtd Cong at 0.673
* Core area at 0.00342 mm2
* Clock transition at the registers of the reported paths at approximately 0.040 ns
* Post-synthesis cell count at 11
* Pwr Total at about 0.25 mW
* Most used routing layer: met3
* Remaining Overflow, GRT at 0
* Final Critical Period at 1.52 ns
* Ys Warns at 1
* Fmax at 660 MHz
* Initial antenna violation count at 0
* Largest Register: state
* DP Area at 262 um2
* Worst Setup Start Kind: register
* WL/cell at 6.61 um
* Tot GR Track Use at 0.0155
* Root buffer cell: clkbuf_4
* Hold_buf cts at 0
* Syn Area/Cell at 12.9 um2
* Unrepaired setup endpoints after global routing: no
* Reg2Reg Depth at 2
* Cell variety after synth at 9
* Yosys Chip Area at between 100 and 150 um2
* Total wire length at approximately 490 um
* Die height at 80 um
* Maxcap violations at 0
* Ports at 8
* Die area at 0.00640 mm2
* Number of OpenROAD warnings at 26
* Latency at later pin at roughly 0.24 ns
* Worst min-delay path class: in2async
* CP startpoint: state[2]$_DFF_PP0_
* Gate power share at 0.017
* Post-route ant nets at 0
* RR Startpoint: state[2]$_DFF_PP0_
* Crit Path Max Fanout at 4
* Finished Layout Cells at 74
* Die X at around 80 um
* Post-synth seq share at 0.717
* Pin count of the biggest net entering global routing at 7
* M2 GR Usage at 0.0152
* Post-Synthesis Cell Area at 141 um2
* Pre-antenna DRT Iters at 1
* Worst Max-Slew Pin Slew at 0.176 ns
* Layout Area Growth over Synthesis at 153%
* Clock share of power at 0.570
* Met1 GRT Util at 0.0147
* LEAKAGE at 0.178 nW
* Finished Cell Area at ~360 um2
* Htree depth at 1
* Period utilisation layout at 0.947
* Critical path arrival at around 1.2 ns
* Top flop regs: state: 4 flops
* Share of layout cells above drive strength 1 at 0.464
* Power Density at 688 mW/mm2
* Max Transition Viols Final at 0
* Fin. Hold Viols at 0
* # DRC at 0
* First-pass GRT wire length at 669 um
* Initial Util at 0.0414
* Net switching power at 0.0482 mW
* CTS sink count at 4
* Flops & latches, synth at 4
* Crit path DRT at 1.28 ns
* Clock buffer depth at 2
* FP Rows at 21
* Max reg flops at 4
* Sw Ratio at 0.196
* # Cells Yosys at 11
* Inst Count DP at around 63
* Inserted Diodes at 0
* Setup CP Type: reg2out
* Endpoint class of the critical path: primary output
* I/O Buffers at 7
* DR vias/cell at between 1.5 and 2
per-stage QoR:
stage               setup TNS [ns]  setup WS, ns  utilization  hold WS, ns
floorplan                        0         0.639            -       0.0854
global placement                 0         0.150       0.0766        0.340
detailed placement               0         0.130       0.0766        0.337
CTS                         -0.148       -0.0749       0.0934        0.257
global route                     0        0.0180        0.105        0.261
finish                           0        0.0844        0.105        0.256
timing repair:
action,in CTS,in global routing
buffers inserted,4,3
setup endpoints to repair,6,5
endpoints found under the hold margin,0,0
gates resized,4,7
pin swaps,0,1
power by group through the flow:
stage / Clock (mW) / Sequential (mW) / Combinational [mW]
CTS: 0.148 / 0.102 / 0.00441
global route: 0.156 / 0.102 / 0.00472
finish: 0.140 / 0.102 / 0.00420
layer usage:
metal | up-vias | wire (um)
met5 | - | 0
met2 | 9 | 183
li1 | 68 | -
met4 | 0 | 0
met1 | 67 | 174
met3 | 0 | 131
cell usage after synthesis, drive strengths merged:
cell,number,area [um2]
buf,1,7.51
dfrtp,3,75.1
dfstp,1,26.3
inv,1,3.75
nor2,1,3.75
nor2b,1,6.26
nor3,1,5.00
nor3b,1,7.51
or2,1,6.26
placed cells by master (no fill, tap or decap), drive strengths merged, types with 2 or more instances in the layout:
master	synthesis	final
buf	1	7
clkbuf	0	4
dlymetal6s2s	0	3
dfrtp	3	3
clkdlybuf4s15	0	2
area by class of cell:
cell class                 instances  area, um2
clock buffer                       4       26.3
fill                             402       3060
inverter                           1       3.75
multi-input combinational          5       36.3
sequential                         4        101
tap                               46       57.6
timing repair buffer              14        133
worst paths after layout:
| path | to | slack [ns] |
|---|---|---|
| worst max-delay path | ew[2] | 0.08 |
| worst min-delay path | state[1]$_DFF_PP0_ | 0.26 |
| worst max register to register | state[1]$_DFF_PP0_ | 0.80 |
| worst min register to register | state[0]$_DFF_PP1_ | 0.35 |
| max in group asynchronous | state[0]$_DFF_PP1_ | 1.12 |
| min in group clk0 | state[0]$_DFF_PP1_ | 0.35 |
worst max-delay path, cell delays in order, from the launching register on:
cell             delay [ns]
dfrtp_1                0.42
buf_4                  0.16
nor3b_1                0.16
clkdlybuf4s15_1        0.22
cells by family (layout without fill, tap and decap cells):
family	count (synthesis)	after routing	synth area share
and+or+nand+nor	5	5	0.204
DFF	4	4	0.717
buffers and inverters	2	19	0.0796
Power figures rest on the tool's default switching activity, not on a simulated workload.
